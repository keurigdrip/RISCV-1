File: design.v
module encryptor(
    input clk,
    input encrypt_enable,
    input [9:0] data_in,
    output reg [7:0] data_out = 8'b00000000,
    output reg cy_status = 1'b0
);
localparam READY = 2'b00;
localparam CRYPT = 2'b01;
localparam SEND  = 2'b10;
localparam LFSR  = 2'b11;
reg [1:0] state;
reg [7:0] lfsr_reg = 8'b10111011;      
reg [7:0] prev_output = 8'b10101110;    
always@(posedge clk) begin 
    case (state)
        READY : begin cy_status = 1'b0; if (encrypt_enable) state <= LFSR; end 
        LFSR : state <= CRYPT;
        CRYPT : state <= SEND;
        SEND  : begin state <= READY; cy_status = 1'b1; end
        default : state <= READY;            
    endcase
end
always @(posedge clk) begin
    if(state == CRYPT) begin
        data_out <= lfsr_reg ^ prev_output ^ data_in;
        prev_output <= data_out;
    end  
end
always @(posedge clk) begin
    if(state == LFSR) begin
        lfsr_reg <= {lfsr_reg[6:0], lfsr_reg[7] ^ lfsr_reg[5] ^ lfsr_reg[4] ^ lfsr_reg[3] };
    end  
end
endmodule
module receiver(
    input clk,
    input read_enable,
    input uart_rx,
    output reg [9:0] data_out = 10'b0000000000,
    output reg rx_status = 1'b0
);
parameter BIT_TIMER_MAX = 5860;
parameter BIT_TIMER_MAX_HALF = 2930;
parameter BIT_INDEX_MAX = 10;
reg [13:0] bittimer;
wire bitdone;
wire waitdone;
integer bitindex;
wire rxbit;
reg [9:0] rxdata = 10'b0000000000;
reg [1:0] state;
localparam READY     = 2'b00;
localparam WAIT_BIT  = 2'b01;
localparam LOAD_BIT  = 2'b10;
localparam READ_BIT  = 2'b11;
always@(posedge clk) begin 
    case (state)
        READY     : begin
            if (read_enable) begin rx_status = 1'b0; if(uart_rx == 1'b0) state <= WAIT_BIT; end end
        WAIT_BIT  : begin if(waitdone) begin if(uart_rx == 1'b0) state <= LOAD_BIT; end end
        LOAD_BIT  : state <= READ_BIT;
        READ_BIT  : begin
            if(bitdone) begin 
                if(bitindex == BIT_INDEX_MAX) 
                    begin data_out <= rxdata; state <= READY; rx_status = 1'b1; end
                else state <= LOAD_BIT;
                end
            end
        default : state <= READY;            
    endcase
end
always@(posedge clk) begin
    if(state == READY) 
        bittimer <= "00000000000000";
    else if (state == WAIT_BIT) begin
        if(waitdone)
            bittimer <= "00000000000000";
        else
            bittimer <= bittimer + 1'b1;
    end
    else begin
        if(bitdone)
            bittimer <= "00000000000000";
        else 
            bittimer <= bittimer + 1'b1;
    end        
end
assign bitdone = (bittimer == BIT_TIMER_MAX)? 1'b1 : 1'b0;
assign waitdone = (bittimer == BIT_TIMER_MAX_HALF)? 1'b1 : 1'b0;
always @(posedge clk) begin
    if(state == READY) begin
        bitindex <= 0;
    end
    else if (state == LOAD_BIT) begin
        rxdata[bitindex] <= rxbit;
        bitindex <= bitindex + 1;
    end
end
assign rxbit = uart_rx;
endmodule
module top(
    input clk,
    input read_enable,
    input uart_rx,
    output uart_tx,
    output status
);
wire send_enable;
wire encrypt_enable;
wire [9:0] received_data;
wire [7:0] encrypted_data;
receiver    rx (clk,  read_enable,     uart_rx,         received_data,   encrypt_enable);
encryptor   cy (clk,  encrypt_enable,  received_data,   encrypted_data,  send_enable);
transmitter tx (clk,  send_enable,     encrypted_data,  uart_tx,         status);
endmodule
module transmitter(
    input clk,
    input send_enable,
    input [7:0] data,
    output reg uart_tx = 1'b1,
    output reg tx_status = 1'b0
);
parameter BIT_TIMER_MAX = 14'd10416;
parameter BIT_INDEX_MAX = 10;
reg [13:0] bittimer = 14'b0;
wire bitdone;
integer bitindex;
reg [9:0] txdata;
reg [1:0] state;
localparam READY    = 2'b00;
localparam LOAD_BIT = 2'b01;
localparam SEND_BIT = 2'b10;
always@(posedge clk) begin 
    case (state)
        READY    : begin   
            tx_status <= 1'b0;
            if(send_enable == 1'b1)
                begin
                    tx_status <= 1'b0;
                    state <= LOAD_BIT;
                end
            end         
        LOAD_BIT : state <= SEND_BIT;
        SEND_BIT : begin
            if(bitdone) begin 
                if(bitindex == BIT_INDEX_MAX) 
                    begin
                        state <= READY;
                        tx_status <= 1'b1;
                    end
                else
                    state <= LOAD_BIT;
                end
            end
        default : state <= READY;            
    endcase
end
always@(posedge clk) begin
    if(state == READY) 
        bittimer <= 14'b0;
    else begin
        if(bitdone)
            bittimer <= 14'b0;
        else 
            bittimer <= bittimer + 1;
    end        
end 
assign bitdone = (bittimer == BIT_TIMER_MAX)? 1'b1 : 1'b0 ;
always @(posedge clk) begin
    if(send_enable) 
        txdata <= {1'b1, data, 1'b0};
    end
always @(posedge clk) begin
    if(state == READY) begin
        uart_tx <= 1'b1;
        bitindex <= 0;
    end 
    else if (state == LOAD_BIT) begin
        uart_tx <= txdata[bitindex];
        bitindex <= bitindex +1;
    end 
end
endmodule
File: run.sh
#!/bin/bash
# OpenROAD 26Q1-2900-gdf79404cd8, Yosys 0.63+post, stock flow scripts
make -C /OpenROAD-flow-scripts/flow DESIGN_CONFIG=/design/flow/config.mk WORK_HOME=/design/flow/orfs finish
File: config.mk
export PLATFORM = sky130hd
export DESIGN_NAME = top
export DESIGN_NICKNAME = top
export VERILOG_FILES = /design/flow/design.v
export SDC_FILE = /design/flow/constraint.sdc
export NUM_CORES = 4
export LEC_CHECK = 1
export CORE_UTILIZATION = 40
File: constraint.sdc
current_design top

set clk_period 5.0
set clk_io_pct 0.2

create_clock -name clk0 -period $clk_period [get_ports {clk}]

set non_clock_inputs [all_inputs -no_clocks]
set_input_delay [expr $clk_period * $clk_io_pct] -clock clk0 $non_clock_inputs
set_output_delay [expr $clk_period * $clk_io_pct] -clock clk0 [all_outputs]
==> impl_metrics.yaml <==
# physical design summary
cells_and_area:
  n_fill_cell: 1754
  comb_area_sq_mm: 0.00375
  layout_top_cell: "nor2_1"
  final_cell_mix: "nor2_1 (122), dfxtp_1 (101), xor2_1 (53), edfxtp_1 (53), nand2_1 (51)"
  utilization_pct: 44.8
  final_layout_size_suffix_gt1_share_pct: 6.25
  flop_area_sq_mm: 0.00361
  syn_to_final_growth_pct: 9.66
  largestRegisters: "rx.bitindex: 32 flops, tx.bitindex: 32 flops"
yosys:
  synth.top_cell.area_share_pct: 26.4
  synth-seq-cells: 154
  syn_avg_cell_area_sq_um: 9.28
  enable_flop_cells: 53
  area_leaders: "dfxtp_1 (26%), edfxtp_1 (21%), xor2_1 (6.1%), nor2_1 (6.0%), xnor2_1 (5.5%)"
  ys_cells: 826
  yosysChipArea_sq_mm: 0.00767
  ys_seq_share_pct: 47.1
  top_area_cell: "dfxtp_1"
  synthFlopType: "dfxtp_1"
  netlist_area_sq_mm: 0.00767
  yosys_warnings: 3
  synth_cell_type_count: 69
  async_reset_ff_share_pct: 0
  synthCells: 826
clock_network:
  clkLatencyLatePin_ns: 0.42
  cts-resized-gates: 0
  cts.sinks: 154
  cts-buffers-inserted: 17
  path_clk_slew_ns: 0.06
  clock_path_buffers: 2
  htree_levels: 4
  cts_tree: "built"
  ctsHoldBuffers: 0
  cts_setup_buffers: 0
  cts-root-buf: "clkbuf_16"
grt:
  grt_usage_pct: 16.2
  met3_usage_pct: 3.31
  antenna_found_initial: 0
  top_usage_layer: "met1"
  grt_max_degree: 38
  grt_pass1_vias: 5242
  grt-ovfl-total: 0
  use_met1_pct: 25.9
  grt_pass1_wl_um: 25400
  use_met2_pct: 23.8
power:
  power_frac_comb_pct: 2.7
  p_int_mw: 2.14
  clkPwrFrac_pct: 47.1
  p_sw_share_pct: 21.2
  pwr-share-seq_pct: 50.2
  ir_worst_vdd_mv: 0.261
  cellLeakagePower_nw: 3.16
  power_density_mw_per_mm2: 323
  p_switching_mw: 0.576
sta:
  skew_ns: 0.00628
  tightest_slew_ns: 0.960
  hold_viol: 0
  slew_headroom_pct: 35.4
  final.setup.tns_ns: 0
  finalClockPeriodUsage_pct: 75.7
  slew_violations: 0
  fin_crit_ns: 3.79
  rsz0062_at_grt: "false"
  fmax_mhz: 264
  setup_viol: 0
route:
  diodes: 0
  drcViolationCount: 0
  routedWlPerCell_um: 13.9
  route.vias.total: 5641
  drt-total-wl_um: 14600
  via_per_inst: 5.37
  drtIter0Drc: 321
  antenna_left: 0
  drtPass1Iterations: 5
min_path:
  min_path_type: "reg -> reg"
  min_path_cells: 0
setup_path:
  path_class: "reg -> reg"
  cp.arrival_ns: 3.95
  reg2reg_depth: 10
  endpoint_kind: "flop"
  crit_fanout: 13
  setup.worst_path.start_class: "flop"
  cp.required_ns: 5.16
run:
  tool_warnings: 31
  drv_cap: 0
status:
  outcome: "completed"
floorplanning:
  core_sq_mm: 0.0188
  fp_util_pct: 40.9
  fp-row-count: 50
  die_width_um: 140
  die_h_um: 140
  die_area_sq_mm: 0.0197
  io_pins: 5
placed_design:
  dp_hpwl_um: 9810
  port_buffers: 4
  gp_congestion: 0.923
-- stage by stage --
stage / power (mW) / cell area (sq um) / cells / setup slack [ns] / hold slack, ns
2_1_floorplan: 1.44 / 7670 / 826 / 1.53 / 0.400
3_3_place_gp: 1.46 / 7820 / 1018 / 1.30 / 0.424
5_1_grt: 2.82 / 8410 / 1050 / 0.780 / 0.456
3_5_place_dp: 1.46 / 7820 / 1018 / 1.24 / 0.432
6_report: 2.71 / 8410 / 1050 / 1.21 / 0.442
4_1_cts: 2.75 / 8410 / 1050 / 1.22 / 0.441
-- cells in the mapped netlist (20+ instances only) --
cell / count
nand3_1: 37
nor2_1: 122
clkbuf_1: 36
nor4_1: 29
a21oi_1: 20
inv_1: 25
nor3_1: 24
nand4_1: 40
o21ai_0: 24
nand2_1: 51
dfxtp_1: 101
xnor2_1: 48
xor2_1: 53
edfxtp_1: 53
-- cell families after synthesis --
family	Yosys count	share of synthesized area, %
flops	154	47.1
xor+xnor	101	11.5
mux	13	1.99
buf+inv	75	4.00
fa+ha+maj	10	1.63
simple gates	384	25.8
compound gates	89	7.93
-- cell type report --
type                       instances  share of cell area (%)
sequential                       154                    43.0
clock buffer                      21                    5.62
timing repair buffer               8                   0.833
multi-input combinational        597                    44.6
tap                              234                    3.48
inverter                          25                    1.12
clock inverter                    11                    1.40
-- per-layer routing --
metal	up-vias	wire length, um
li1	2894	-
met4	0	237
met3	19	588
met5	-	0
met2	95	6330
met1	2633	7480
-- worst max-delay path: stages, from the launching register on --
cell and delay (ns):
dfxtp_1 0.41, inv_1 0.14, ha_1 0.24, nor3b_1 0.29, nand4_1 0.51, nor4_1 0.50
mux2i_1 0.12, o31a_1 0.28, a2111oi_4 0.50, nand4_1 0.19, mux2_1 0.34
-- power groups by stage --
stage	Sequential, mW	Combinational [mW]	Clock (mW)
final	1.36	0.0732	1.28
after global routing	1.37	0.0889	1.37
after CTS	1.36	0.0741	1.31
-- path summary, 6_finish.rpt --
| check | slack, ns | endpoint | startpoint |
|---|---|---|---|
| max | 1.21 | rx.rxdata[7] | rx.bitindex[0] |
| min reg2reg | 0.44 | tx.txdata[7] | cy.data_out[6] |
| min | 0.44 | tx.txdata[7] | cy.data_out[6] |
| max reg2reg | 1.21 | rx.rxdata[7] | rx.bitindex[0] |
Power and IR drop assume default switching activity.
